**design/flow/run.sh**
```bash
#!/bin/bash
# OpenROAD 26Q1-2900-gdf79404cd8, Yosys 0.63+post, stock flow scripts
make -C /OpenROAD-flow-scripts/flow DESIGN_CONFIG=/design/flow/config.mk WORK_HOME=/design/flow/orfs finish
```
**design/flow/config.mk**
```make
export PLATFORM = sky130hd
export DESIGN_NAME = fifo
export DESIGN_NICKNAME = fifo
export VERILOG_FILES = /design/flow/design.v
export SDC_FILE = /design/flow/constraint.sdc
export NUM_CORES = 4
export LEC_CHECK = 1
export CORE_UTILIZATION = 50
```
**design/flow/constraint.sdc**
```tcl
current_design fifo

set clk_period 5.1
set clk_io_pct 0.2

create_clock -name clk0 -period $clk_period [get_ports {clk}]

set non_clock_inputs [all_inputs -no_clocks]
set_input_delay [expr $clk_period * $clk_io_pct] -clock clk0 $non_clock_inputs
set_output_delay [expr $clk_period * $clk_io_pct] -clock clk0 [all_outputs]
```
**design/flow/design.v**
```verilog
module fifo (
    clk,
    rst_n,
    wr,
    rd,
    data_in,
    data_out,
    fifo_full,
    fifo_empty
);
parameter FIFO_WIDTH = 8;
parameter FIFO_DEPTH = 16;
parameter PTR_WIDTH  = 4;    
input clk, rst_n;
input wr, rd;
input [FIFO_WIDTH-1:0] data_in;
output reg [FIFO_WIDTH-1:0] data_out;
output fifo_full, fifo_empty;
reg [FIFO_WIDTH-1:0] mem [0:FIFO_DEPTH-1];
reg [PTR_WIDTH-1:0] wr_ptr;
reg [PTR_WIDTH-1:0] rd_ptr;
reg [PTR_WIDTH:0]   count;      
integer i;
assign fifo_full  = (count == FIFO_DEPTH);
assign fifo_empty = (count == 0);
always @(posedge clk or negedge rst_n) begin
    if (!rst_n) begin
        for (i = 0; i < FIFO_DEPTH; i = i + 1)
            mem[i] <= 0;
    end
    else if (wr && !fifo_full) begin
        mem[wr_ptr] <= data_in;
    end
end
always @(posedge clk or negedge rst_n) begin
    if (!rst_n)
        wr_ptr <= 0;
    else if (wr && !fifo_full)
        wr_ptr <= wr_ptr + 1;
end
always @(posedge clk or negedge rst_n) begin
    if (!rst_n)
        data_out <= 0;
    else if (rd && !fifo_empty)
        data_out <= mem[rd_ptr];
end
always @(posedge clk or negedge rst_n) begin
    if (!rst_n)
        rd_ptr <= 0;
    else if (rd && !fifo_empty)
        rd_ptr <= rd_ptr + 1;
end
always @(posedge clk or negedge rst_n) begin
    if (!rst_n)
        count <= 0;
    else begin
        case ({wr && !fifo_full, rd && !fifo_empty})
            2'b10: count <= count + 1;    
            2'b01: count <= count - 1;    
            2'b11: count <= count;        
            default: count <= count;
        endcase
    end
end
endmodule
```
==> results.py <==
# Synthesis and PnR figures
metrics = {
    "place": {
        "dp_hpwl_um": 10500,
        "place.gp.congestion": 0.810,
        "placedCellCount": 717,
        "io_buffers": 21,
    },
    "cells_and_area": {
        "drive_gt1_frac": 0.332,
        "finish.utilization": 0.579,
        "n_fill_cell": 1078,
        "fin_cells": 749,
        "syn2layout_area_growth_pct": 13.0,
    },
    "die": {
        "rows": 43,
        "die_area_um2": 14600,
        "fp_util": 0.512,
        "num_io_pins": 22,
        "core_area_um2": 13800,
        "die_x_um": 121,
        "die_h_um": 121,
    },
    "critical_path": {
        "worst-path-buf-inv": 1,
        "cp_common_cell": "ha_1",
        "crit_family": "simple AND/OR/NAND/NOR gates",
        "reg2reg_from": "count[1]",
        "cpPeakStageDelay_ns": 0.59,
        "cp_data_arrival_time_ns": 3.81,
        "cp_max_fo": 15,
        "worstSetupPathType": "register to register",
        "r2r-end": "count[4]",
        "crit_required_ns": 5.40,
        "path_cells": "or4_4, o21ai_2, inv_1, ha_1, ha_1, nor2b_1, o21ai_0, a21oi_1, or3b_2, xnor2_1",
        "rrSetupSlack_ns": 1.59,
        "crit_slowest_cell": "or4_4",
        "r2r_cells": 10,
        "endpoint_kind": "register",
        "cp-start-kind": "register",
    },
    "synth": {
        "edf_count": 0,
        "syn_inst": 545,
        "netlist.area_leader.share": 0.527,
        "largest_area_cell": "dfrtp_1",
        "most_common_cell": "dfrtp_1",
        "ff_type": "dfrtp_1",
        "ys.flops": 149,
        "ys_seq_frac": 0.527,
        "top_cells_by_area": "dfrtp_1 53%, mux2_2 15%, mux2_4 6.8%",
        "ys_cells": 545,
        "syn_avg_cell_area_um2": 13.0,
        "top_cells_by_count": "149 x dfrtp_1, 92 x mux2_2, 32 x mux2_4",
        "yosysWarningCount": 2,
        "synthArstFlopShare": 1.00,
        "syn-cell-area_um2": 7080,
        "yosysChipArea_um2": 7080,
        "ys_types": 54,
    },
    "timing": {
        "finalCritPeriodShare": 0.689,
        "period_minus_slack_ns": 3.51,
        "setup_viol": 0,
        "skew_ns": 0.00646,
        "worst_slew_pin_slew_ns": 0.754,
        "holdWs_ns": 0.487,
        "hold_violations": 0,
        "slew_viol_final": 0,
        "timing.setup.tns_ns": 0,
        "max_freq_mhz": 285,
        "max-slew-margin-rel": 0.497,
        "rsz0062_at_grt": "false",
    },
    "power_and_ir_drop": {
        "pwr-share-comb": 0.365,
        "clockPowerShare": 0.232,
        "switching_power_mw": 1.81,
        "ir_drop_mv": 0.316,
        "netSwitchingFraction": 0.340,
        "power_per_cell_area_nw_per_um2": 664,
        "power_frac_seq": 0.403,
        "power_leakage_nw": 3.47,
        "power.internal_mw": 3.51,
    },
    "detailed_routing": {
        "drtIter0Drc": 413,
        "antenna_violating_nets_post_route": 0,
        "n_antenna_cell": 0,
        "viasPerCell": 5.98,
        "dr.pass1.iters": 4,
        "vias": 4476,
        "wirelength_um": 16400,
        "wl_per_cell_um": 21.8,
        "drc_errors": 0,
    },
    "clocking": {
        "clk_latency_ns": 0.41,
        "clock-sinks": 149,
        "cts_setup_buffers": 0,
        "h-tree-depth": 4,
        "cts-buffers-inserted": 17,
        "ctsResizeCount": 0,
        "clk_pin_slew_ns": 0.06,
        "holdBufCountCts": 0,
        "root_buffer": "clkbuf_16",
        "clk_path_buf_depth": 2,
        "cts_tree": "done",
    },
    "job": {
        "tool_warnings": 33,
        "maxCapViolCount": 0,
    },
    "grt": {
        "grt_start_max_net_pins": 118,
        "antenna_found_initial": 0,
        "overflow": 0,
        "grt_usage": 0.250,
        "grt_first_pass_wirelength_um": 26100,
        "grt_pass1_vias": 4476,
    },
    "outcome": {
        "outcome": "finished clean",
    },
    "hold_path": {
        "min_path_type": "input pin to asynchronous set/reset pin",
    },
}
## flip-flops by register name, summed over array words and instances, names as in the netlist
| register | count |
|---|---|
| wr_ptr | 4 |
| data_out | 8 |
| rd_ptr | 4 |
| count | 5 |
| mem | 128 |
## layer usage
metal  vias to the layer above  global-route usage  wire [um]  share of wire
met5                         -                   0          0              0
met4                         0              0.0262        168          0.010
met3                        10              0.0422        546          0.033
met2                        84               0.385       7920           0.48
met1                      2356               0.407       7720           0.47
li1                       2026                   -          -              -
## kinds of logic (layout without fill, tap and decap cells)
kind of cell,Yosys count,count (layout),share of synthesized area
buffers and inverters,51,75,0.0320
flip-flops,149,149,0.527
XOR/XNOR,10,10,0.0124
adder cells (fa/ha/maj),13,13,0.0240
multiplexers,136,136,0.232
AND-OR/OR-AND,98,98,0.102
AND/OR/NAND/NOR,88,88,0.0716
## layout by cell type (no fill, tap or decap), types with 9 or more instances in the layout
cell type / n
dfrtp_1: 149
mux2_2: 92
mux2_4: 32
o21ai_0: 21
nand2_1: 20
clkdlybuf4s50_1: 20
clkbuf_16: 17
inv_1: 14
a221oi_1: 13
nor2_1: 12
nand3_1: 12
a22oi_1: 12
ha_1: 12
a21oi_1: 9
nor3_1: 9
## final cells by class
type,instances,area [um^2],area share
sequential,149,3730,0.466
multi-input combinational,345,3130,0.391
clock buffer,23,488,0.0610
timing repair buffer,28,277,0.0345
tap,180,225,0.0281
clock inverter,9,100,0.0125
inverter,15,58.8,0.00735
## worst max path at each step
stage,depth (start not counted),start,endpoint,slack [ns]
after CTS,10,count[1],count[4],1.61
after global routing,10,count[1],count[4],1.39
final,10,count[1],count[4],1.59
## through the flow
step	setup slack, ns	cell area [um^2]	total power, mW
after floorplan	1.89	7080	3.48
after global placement	1.33	7420	4.04
after detailed placement	1.28	7420	4.08
after CTS	1.61	8000	5.35
after global routing	1.39	8000	5.64
final	1.59	8000	5.31
## power by group through the flow
| stage | clock network [mW] | logic, mW | registers (mW) |
|---|---|---|---|
| after CTS | 1.25 | 1.96 | 2.14 |
| after global routing | 1.31 | 2.12 | 2.21 |
| final | 1.23 | 1.94 | 2.14 |
Power and IR drop assume default switching activity.
